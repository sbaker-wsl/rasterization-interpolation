[flow/run.sh]
#!/bin/bash
# OpenROAD 26Q1-2900-gdf79404cd8, Yosys 0.63+post, stock flow scripts
make -C /OpenROAD-flow-scripts/flow DESIGN_CONFIG=/design/flow/config.mk WORK_HOME=/design/flow/orfs finish
[flow/config.mk]
export PLATFORM = sky130hd
export DESIGN_NAME = lab_4
export DESIGN_NICKNAME = lab_4
export VERILOG_FILES = /design/flow/design.v
export SDC_FILE = /design/flow/constraint.sdc
export NUM_CORES = 4
export LEC_CHECK = 1
export CORE_UTILIZATION = 30
[flow/constraint.sdc]
current_design lab_4

set clk_period 3.2
set clk_io_pct 0.2

create_clock -name clk0 -period $clk_period [get_ports {CLOCK_50}]

set non_clock_inputs [all_inputs -no_clocks]
set_input_delay [expr $clk_period * $clk_io_pct] -clock clk0 $non_clock_inputs
set_output_delay [expr $clk_period * $clk_io_pct] -clock clk0 [all_outputs]
[flow/design.v]
module T_FLIP_FLOP (T, Clk, Clr, Q);
	input				T, Clk, Clr;
	output	reg	Q;
	always @ (posedge Clk) begin
		if (Clr)
			Q <= 0;
		else if (T)
			Q <= ~Q;
	end
endmodule
module lab_4 (LED, CLOCK_50);
	input				CLOCK_50;
	output	[3:0] LED;
	reg		[26:0]	sec;  
	reg		[3:0]	Q;  
	always @(posedge CLOCK_50) begin
		sec <= sec + 1;
		if (sec > 50000000 - 1) begin
			if (Q < 4'b1000)
				Q <= Q + 1;
			else
				Q <= 0;
			sec <= 0;
		end
	end
	assign LED[3:0] = Q[3:0];
endmodule
==> out/qor.log <==
[status] run status finished clean
[place] post-DP HPWL 2090 um
[routing] initial detailed-routing violation count 60
[sta] setup slack of the critical path after layout 0.789 ns
[yosys] cell total in the yosys stat output 161
[yosys] async set or reset register ratio after synthesis 0%
[setup_path] capturing point of the worst reg2reg path Q[2]
[global_routing] aggregate global-route resource usage 12.8%
[setup_path] sort of element at the end of the critical path flip-flop
[sta] Worst slew margin 66.4%
[yosys] register bit count reported by yosys 31
[yosys] EDFF count, synth 4
[global_routing] number of global-route vias before repair 1131
[sta] period utilization 75.3%
[yosys] number of distinct standard cells referenced by the synthesized netlist 33
[cells_and_area] area taken by flip-flops and latches 661 sq um
[yosys] number of warning messages in the yosys log 1
[sta] total negative slack for setup checks 0 ns
[yosys] share of the yosys chip area belonging to registers 41.5%
[setup_path] CP Class reg -> reg
[setup_path] launch point of the worst reg-to-reg path sec[11]
[floorplanning] pre-placement core utilization 31.2%
[cells_and_area] synth-to-layout area growth 10.9%
[pwr] total power density per cell area 473 nW/um^2
[floorplanning] row count 26
[clock_network] clock root buffer clkbuf_8
[sta] number of max-slew violations in the final report 0
[pwr] Lkg Pwr 0.538 nW
[cells_and_area] ratio of cells with drive above 1 in the final layout 13.3%
[cells_and_area] Post-Layout Cell Count 235
[hold_path] Hold Crit Start sec[0]
[hold_path] Hold/Removal Path Class reg -> reg
[sta] worst clock skew 0.00313 ns
[flow_run] max cap viols 0
[clock_network] number of levels in the clock H-tree 2
[routing] Vias 1264
[yosys] number of standard cells after synthesis 161
[global_routing] global-route wire length before repair 5470 um
[global_routing] pin count of the biggest net entering global routing 27
[floorplanning] Vert. Die Dim 74.8 um
[sta] hold slack 0.478 ns
[yosys] chip area estimate from yosys synthesis 1590 sq um
[setup_path] setup slack on the worst flop-to-flop path 0.79 ns
[hold_path] capture endpoint of the worst hold path sec[0]
[sta] maximum operating frequency 415 MHz
[setup_path] length in cells of the worst reg-to-reg path 4
[floorplanning] Chip Area 5600 sq um
[setup_path] required time of the critical path 3.23 ns
[floorplanning] Core Footprint 5110 sq um
[place] # placed instances 227
[yosys] area leader, netlist dfxtp_1
[hold_path] number of cells on the worst hold path 1
[sta] final setup violation count 0
[floorplanning] number of ports placed on the die boundary 5
[global_routing] initial antenna violation count 0
[routing] DR DRC count 0
[routing] number of antenna-violating nets in the routed design 0
[sta] setup repair after global routing missed its margin false
[clock_network] clock network latency to the later pin of the worst-skew pair 0.28 ns
[clock_network] Gates resized, CTS repair 0
[floorplanning] horizontal die dimension 74.8 um
[yosys] top cells by area, synth dfxtp_1 (34%), edfxtp_1 (7.5%), a32oi_2 (7.2%), or4_1 (5.7%), a31oi_1 (4.3%)
[clock_network] Bufs on Longest Clock Path 2
[setup_path] highest-delay cell along the critical path or4_1
[yosys] main flop type after synthesis dfxtp_1
[setup_path] Critical Path Source Type flip-flop
[place] last weighted congestion value of the routability-driven placer 0.824
[routing] Routed WL 3260 um
[setup_path] most frequent CP cell or4_1
[pwr] largest voltage drop on the vdd net 0.253 mV
[clock_network] post-CTS repair timing setup buffer count 0
[cells_and_area] total of fill cells in the finished design 540
[flow_run] tool warnings 25
[cells_and_area] combinational cell area excluding buffers and inverters 852 sq um
[clock_network] clock buffers created by TritonCTS 5
[clock_network] clock tree from TritonCTS done
[yosys] post-synth top area share 34.0%
[setup_path] top fanout value on the critical path 5
[sta] Tightest Pin Transition 0.504 ns
[routing] DR vias/cell 5.38
[yosys] average cell area after synthesis 9.89 sq um
[routing] DR pass1 iterations 4
[clock_network] clock edge transition at the registers on the reported setup and hold paths 0.06 ns
[routing] diode insertion count for antenna repair 0
[place] total of buffers placed on input and output ports 4
[global_routing] GRT Residual Overflow 0
[place] DP Worst Slack 0.805 ns
[setup_path] data arrival at the endpoint of the critical path 2.44 ns
[routing] WL per Instance 13.9 um
[sta] final number of hold-violating endpoints 0
[clock_network] count of clock tree sinks 31
[clock_network] hold buffer count at cts 0
[yosys] summed instance area of the synthesized netlist 1590 sq um
[sta] minimum clock period 2.41 ns
[setup_path] ordered list of cells on the worst path or4_1 > or4_1 > or4_1 > and3_1
[setup_path] slowest cell delay on critical path 0.54 ns
[layer usage]
| metal | part of all wire, % | routed length, um | track usage (%) | vias to the layer above |
|---|---|---|---|---|
| met1 | 51 | 1650 | 20.6 | 596 |
| met3 | 5.5 | 179 | 3.80 | 2 |
| met2 | 43 | 1420 | 17.7 | 23 |
| met5 | 0 | 0 | 0 | - |
| met4 | 0.49 | 16 | 1.47 | 0 |
| li1 | - | - | - | 643 |
[stage by stage]
stage / area, sq um / utilization [%] / total power [mW]
floorplan: 1590 / - / 0.529
global placement: 1690 / 33.0 / 0.551
detailed placement: 1690 / 33.0 / 0.552
CTS: 1770 / 34.6 / 0.843
global route: 1770 / 34.6 / 0.873
finish: 1770 / 34.6 / 0.835
[placed cells by master, fill, tap and decap left out, types with 3 or more instances in the layout]
cell	instances
dfxtp_1	27
or4_1	12
nand3_1	11
a31oi_1	11
o31ai_1	9
a32oi_2	7
nand2_1	7
xor2_1	7
a32oi_1	6
xnor2_1	5
nand4_1	5
clkbuf_8	5
edfxtp_1	4
nor2_1	4
inv_1	4
and3_1	4
o21ai_0	4
or3_1	4
clkdlybuf4s50_1	4
buf_4	4
and4_1	3
[power breakdown]
part,total (mW),switching [mW],internal [mW]
Clock,0.291,0.143,0.148
Combinational,0.0873,0.0440,0.0433
Sequential,0.457,0.0318,0.425
Total,0.835,0.219,0.616
[kinds of logic after synthesis]
logic type / Yosys count / synth area share, %
AND/OR/NAND/NOR: 55 / 20.8
adder cells (fa/ha/maj): 2 / 1.57
AND-OR/OR-AND: 44 / 23.8
other: 1 / 0.236
XOR/XNOR: 12 / 6.60
flip-flops: 31 / 41.5
buffers and inverters: 16 / 5.42
[worst max-delay path: cells and delay by family, from the launching register on]
family           cells  cell delay, ns
flip-flops           1            0.34
AND/OR/NAND/NOR      4            1.80
[how the worst max path moves through the flow]
| stage | start | endpoint | cells past startpoint |
|---|---|---|---|
| CTS | sec[11] | Q[2] | 4 |
| global route | sec[11] | sec[15] | 5 |
| finish | sec[11] | Q[2] | 4 |
[flip-flops by register name, summed over array words and instances, names as in the netlist]
register and flops:
Q 4, sec 27
[cell usage after synthesis, types with 2 or more instances]
cell / n
or4_1: 12
buf_6: 2
ha_1: 2
and4_1: 3
clkbuf_1: 9
a32oi_1: 6
and3_1: 4
xor2_1: 7
dfxtp_1: 27
edfxtp_1: 4
nand3_1: 11
or3_1: 4
a31oi_2: 2
a21oi_1: 2
o31ai_1: 9
nand4_1: 5
o21ai_0: 4
xnor2_1: 5
a31oi_1: 11
a32oi_2: 7
inv_1: 4
nand2_1: 7
nor2_1: 4
[cell type report]
cell class / count / share of cell area [%]
clock inverter: 2 / 0.425
clock buffer: 6 / 4.11
tap: 70 / 4.96
sequential: 31 / 37.4
inverter: 4 / 0.850
timing repair buffer: 8 / 3.97
multi-input combinational: 114 / 48.3
No activity file was given, so power comes from the tool's default toggle rates.
